$ cat flow/design.v
module led7seg(input [3:0]bcd_in,
               input enabler,
               output [6:0]out_7seg);
reg [6:0] r_out_7seg;
always @(bcd_in, enabler)
   begin
      if (enabler)
         case (bcd_in)
            4'd0: r_out_7seg = 7'b1000000;
            4'd1: r_out_7seg = 7'b1111001;
            4'd2: r_out_7seg = 7'b0100100;
            4'd3: r_out_7seg = 7'b0110000;
            4'd4: r_out_7seg = 7'b0011001;
            4'd5: r_out_7seg = 7'b0010010;
            4'd6: r_out_7seg = 7'b0000010;
            4'd7: r_out_7seg = 7'b1111000;
            4'd8: r_out_7seg = 7'b0000000;
            4'd9: r_out_7seg = 7'b0010000;
            default: r_out_7seg = 7'b1111111;
         endcase
      else r_out_7seg = 7'b1111111;
   end  
assign out_7seg = r_out_7seg;
endmodule
$ cat flow/run.sh
#!/bin/bash
# OpenROAD 26Q1-2900-gdf79404cd8, Yosys 0.63+post, stock flow scripts
make -C /OpenROAD-flow-scripts/flow DESIGN_CONFIG=/design/flow/config.mk WORK_HOME=/design/flow/orfs finish
$ cat flow/config.mk
export PLATFORM = sky130hd
export DESIGN_NAME = led7seg
export DESIGN_NICKNAME = led7seg
export VERILOG_FILES = /design/flow/design.v
export SDC_FILE = /design/flow/constraint.sdc
export NUM_CORES = 4
export LEC_CHECK = 1
export CORE_AREA = 10 10 70 70
export DIE_AREA = 0 0 80 80
$ cat flow/constraint.sdc
current_design led7seg

set clk_period 1.2
set clk_io_pct 0.2

create_clock -name clk0 -period $clk_period

set non_clock_inputs [all_inputs -no_clocks]
set_input_delay [expr $clk_period * $clk_io_pct] -clock clk0 $non_clock_inputs
set_output_delay [expr $clk_period * $clk_io_pct] -clock clk0 [all_outputs]
==> results_slide.txt <==
Flow Results at a Glance

Outcome
  • Outcome: finished, violations left
  • Violated checks: negative setup slack

Placement
  • Gpl congestion: 0.7911
  • DP Wirelength: 629.1 µm
  • Area of placed instances: about 440 µm²
  • Buffers on Ports: 12

Finish
  • Combinational gate area: 251.5 µm²
  • Fill cell count: approximately 390
  • Share of cells above drive strength 1: 61.11%
  • Layout clock buffers: 0
  • Layout area overhead: 109.2%
  • Final instance area: 481.7 µm²
  • Flip-flops: 0
  • Flop area: 0 µm²

Synthesis
  • Synthesized netlist cell count: 35
  • Seq share, synth: 0%
  • Yosys chip area: 230.2 µm²
  • Synth Area in Adders: between 20% and 30%
  • Complex Gates by Area: 28.80%
  • Main logic family after synthesis: AND-OR/OR-AND gates
  • Simple-gate area share of the yosys netlist: 23.91%
  • Yosys cell count: 35
  • Unique cell types: 15
  • Post-Synth XOR/XNOR Area: 0%
  • Synthesized area: approximately 230 µm²
  • Yosys warnings: 1
  • Multiplexer share: approximately 6.5%
  • Mean Syn Cell Area: 6.578 µm²

STA
  • Final Max Slew Viols: 0
  • Setup TNS: -0.6715 ns
  • Fin. Hold Viols: 0
  • Tightest Pin Transition: 0.2321 ns
  • Endpoints failing setup: 6
  • Fmax: 0.7324 GHz
  • Unrepaired setup endpoints after global routing: true
  • Final worst slack: -0.1654 ns
  • Final period util: 113.8%
  • Final min period: 1.365 ns
  • Rel. slew slack: 84.52%

Die
  • # IOs: 12
  • Die Height: approximately 80 µm
  • Die area: about 0.0064 mm²
  • FP Rows: 21
  • Die Wd: 80 µm
  • Core area: approximately 0.0034 mm²
  • Initial Util: 6.740%

Drt
  • Drt wl/cell: between 7 and 8 µm
  • DR vias: 295
  • ANT nets after route: 0
  • Drc violations: 0
  • Total Wirelength: just under 800 µm
  • DR WL met3: 82 µm
  • DR pass1 iterations: 3
  • WL met2: approximately 350 µm
  • Avg Vias per Cell: 2.950
  • ANT cells: 0
  • Initial drt markers: 24
  • Metal-1 WL: 360 µm
  • Top layer in use: met3

Critical path
  • Worst path required time: 0.96 ns
  • CP endpoint kind: output port
  • Crit start category: primary input
  • CP max FO: 4
  • Critical path type: in -> out
  • WP data arrival: 1.13 ns

Global route
  • First-pass GRT wire length: 1345 µm
  • Total grt overflow: 0
  • Vias in the first global route: 292
  • Global-route usage over all layers: 2.401%
  • Largest net degree at the start of global routing: 8
  • Initial antenna violation count: 0

Power and ir drop
  • LEAKAGE: 0.2047 nW
  • VDD IR max: ~0.056 mV
  • Pwr dens: 291.2 mW/mm²

Clocking
  • Cts hold-fix bufs: 0

Flow run
  • Tool warnings: 38
  • Max cap viols: 0

Min path
  • Class of the worst hold path: in -> out
[routing by layer]
metal	global-route usage, %	vias to the layer above
met5	0	-
met4	0	0
met3	0.6818	0
met2	4.013	8
met1	3.164	131
li1	-	156
[placed cells by master, fill, tap and decap left out, types with 2 or more instances in the layout]
master and count:
nand2_1 4, ha_2 2, o22ai_2 3, ha_1 2, o21ai_1 5, nand2b_1 2
inv_1 2, buf_6 5, a21oi_1 2, buf_4 6, buf_2 9, nor2_2 2
[through the flow]
| step | utilization [%] | hold WS (ns) | power, mW | worst slack (ns) | cells |
|---|---|---|---|---|---|
| 4_1_cts | 13.92 | 0.8770 | 0.1379 | -0.1599 | 100 |
| 5_1_grt | 14.10 | 0.9213 | 0.1586 | -0.2098 | 100 |
| 3_3_place_gp | 13.00 | 1.571 | 0.1272 | -0.9402 | 98 |
| 3_5_place_dp | 13.00 | 1.564 | 0.1274 | -0.9546 | 98 |
| 6_report | 14.10 | 0.8801 | 0.1403 | -0.1654 | 100 |
| 2_1_floorplan | - | 0.4951 | 0.05153 | 0.08974 | 35 |
[area by class of cell]
cell class                 instances  area share [%]
multi-input combinational         29           52.21
timing repair buffer              21           32.21
tap                               46           11.95
inverter                           4           3.636
[power breakdown]
group | total, mW | leakage (nW) | internal, mW | switching, mW
registers | 0 | 0 | 0 | 0
clock network | 0 | 0 | 0 | 0
logic | 0.140 | 0.205 | 0.0793 | 0.0609
[repair_timing]
action,CTS,global route
hold endpoints to repair,0,0
endpoints found under the setup margin,7,7
resized,56,3
pin swaps,9,4
buffers inserted,2,0
cloned,0,0
[worst max-delay path: stages]
cell	delay, ns
buf_6	0.10
buf_6	0.11
or2b_1	0.24
buf_6	0.13
o22ai_2	0.13
nand2_1	0.06
buf_2	0.11
[path summary, 6_finish.rpt]
path	start	cells past startpoint	to
min	bcd_in[3]	4	out_7seg[2]
max	bcd_in[1]	7	out_7seg[2]
[logic make-up after synthesis]
family                   count (synthesis)
AND-OR/OR-AND                           12
AND/OR/NAND/NOR                         11
buffers and inverters                    6
adder cells (fa/ha/maj)                  5
multiplexers                             1
[synthesized netlist by cell type]
cell type  n  share of area [%]
buf_2      1                2.2
or2b_1     1                3.3
inv_1      4                6.5
o21ai_0    2                4.3
mux2_4     1                6.5
ha_1       5                 27
a21oi_1    3                6.5
nor2_1     2                3.3
o22ai_1    3                8.2
buf_6      1                4.9
nand2b_1   3                8.2
o211ai_1   1                3.3
o21ai_1    3                6.5
nor2b_1    1                2.7
nand2_1    4                6.5
No activity file was given, so power comes from the tool's default toggle rates.
