[flow/config.mk]
export PLATFORM = sky130hd
export DESIGN_NAME = ledChooserforMode
export DESIGN_NICKNAME = ledChooserforMode
export VERILOG_FILES = /design/flow/design.v
export SDC_FILE = /design/flow/constraint.sdc
export NUM_CORES = 4
export LEC_CHECK = 1
export CORE_AREA = 10 10 73 73
export DIE_AREA = 0 0 83 83
[flow/constraint.sdc]
current_design ledChooserforMode

set clk_period 2.0
set clk_io_pct 0.2

create_clock -name clk0 -period $clk_period

set non_clock_inputs [all_inputs -no_clocks]
set_input_delay [expr $clk_period * $clk_io_pct] -clock clk0 $non_clock_inputs
set_output_delay [expr $clk_period * $clk_io_pct] -clock clk0 [all_outputs]
[flow/design.v]
module ledChooserforMode (input [17:0]ledmode1,
                          input [17:0]ledmode2,
                          input [17:0]ledmode3,
                          input [17:0]ledmode4,
                          input [1:0]modeselector,
                          input reset,
                          output [17:0]ledmodeOut);
reg [17:0] r_ledmodeOut;
always @ (reset, modeselector, ledmode1, ledmode2, ledmode3, ledmode4)
   begin
   if (reset) r_ledmodeOut = 18'b0000_0000_0000_0000_00;
   else
      case (modeselector)
         2'b00: r_ledmodeOut = ledmode1;
         2'b01: r_ledmodeOut = ledmode2;   
         2'b10: r_ledmodeOut = ledmode3;   
         2'b11: r_ledmodeOut = ledmode4;   
      endcase
   end
assign ledmodeOut = r_ledmodeOut;
endmodule
[flow/run.sh]
#!/bin/bash
# OpenROAD 26Q1-2900-gdf79404cd8, Yosys 0.63+post, stock flow scripts
make -C /OpenROAD-flow-scripts/flow DESIGN_CONFIG=/design/flow/config.mk WORK_HOME=/design/flow/orfs finish
==> results.txt <==
Latest figures from synthesis and place and route.

The upper clock frequency limit is 516 MHz. The height of the die is 83 um. The region available for standard cell placement spans 3740 um^2. For this design, Yosys synthesis ends with a cell count of 64. The layout summary lists the proportion of cells stronger than drive strength 1 as 10.7%. The slack of the critical path is 0.0626 ns. The number of sequential cells in the layout is 0. By startpoint and endpoint, the worst setup path is classified as in2out. In this run the worst setup path begins at reset. The synthesized netlist devotes 2.21% of its cell area to simple gates. The complex-gate fraction of the synthesized area is 19.9%.

The critical path depth in cells is 6. According to the Yosys statistics, the synthesized design has a chip area of 567 um^2. Per the GRT congestion report, total overflow comes to 0.

The share of the synthesized area in the top cell type is 63.6%. The initial DRC count is 15. Counting both buffers and inverters, the worst setup path holds a total of 4. Looking at the critical path, the highest net fanout was 5. The largest single stage delay on the critical path is 0.26 ns. By instance count, the cell type seen most on the critical path is sky130_fd_sc_hd__dlygate4sd2_1. The final tally of hold violations is 0. The routed layout has 892 vias. The number of rows created at floorplan is 22. The largest total area in the synthesized netlist belongs to sky130_fd_sc_hd__mux2i_1.

The total of hold buffers inserted after clock tree synthesis is 0. The post-synth design cell area is 567 um^2. The number of antenna violations at the first check in global routing is 0. Entering global routing, the biggest net connects 19 pins. The number of global-route vias before repair was 1008.

The largest delay contributor family on the critical path is buffers and inverters. By area the synthesized netlist is led by sky130_fd_sc_hd__mux2i_1, sky130_fd_sc_hd__o22ai_1, sky130_fd_sc_hd__buf_6, sky130_fd_sc_hd__buf_8, sky130_fd_sc_hd__buf_2. For the finished layout, the period the worst path requires is 1.94 ns. The maximum VDD drop is 0.0815 mV. The end-of-flow timing check tallies setup violations at 0. The cell leakage power is 0.721 nW.

The xor/xnor cell area share of the yosys netlist is 0%. The area taken by sequential standard cells is reported as 0 um^2. The detail route stage leaves a number of antenna-violating nets equal to 0. STA classifies the critical path startpoint as an input pin. The area of the die is 6890 um^2. The flow ran to the end, and the final reports show no timing, DRC or antenna violations. For reference, the mux area share after synthesis is 63.6%.

The sequential cell area fraction in the yosys report is 0%. The worst setup path is captured at an output port. The dominant kind of combinational cell is multiplexers. The post-route clock period utilization is 96.9%. The number of warnings the tools reported is 32.

The final report gives the core utilization as 42.0%. Summed over all layers, the routed wires come to 3310 um. The number of pins exceeding their max-slew limit in the final report is 0. Global routing used 8.96% of the available tracks. The cell sequence reported for the critical path is dlygate4sd2_1, or2_4, buf_4, buf_6, o22ai_1, dlygate4sd2_1. The synthesis report lists the Yosys warning total as 1. The worst hold slack is 1.46 ns. The placement report lists the number of port buffers as 93. The flow reported a cell area power density of 193 nW/um^2. The final antenna diode tally reported by the flow is 0.

The routed layout reports a DRC error count of 0. The tally of clock buffers in the finished layout is 0. The layout has 369 filler cells. The via count normalized by instance count is 4.31.

The area of combinational cells with multiple inputs is 507 um^2. The arrival time of data at the worst endpoint is listed as 1.54 ns. Measured along the x axis, the die boundary spans 83 um. The actual transition at the worst max-transition pin is 0.188 ns. The worst-case headroom to the max-slew limit is 87.1%. The capture point of the critical path is ledmodeOut[8]. In the synthesized netlist, the cells that appear most often are sky130_fd_sc_hd__mux2i_1, sky130_fd_sc_hd__o22ai_1, sky130_fd_sc_hd__buf_6. The post-placement setup slack is -0.322 ns.

The most critical min-delay path falls under in2out. Among all cell types in the netlist, the one instantiated most often is sky130_fd_sc_hd__mux2i_1. The number of different library cells used by synthesis comes to 7. The area growth from synthesis to layout is 177%.

The run reported a max-capacitance violation count of 0. The weighted congestion at the end of routability-driven global placement is 0.776. The global-route wire length before repair is 5320 um. The synthesized instance count is 64.

The post-synthesis average cell area is 8.86 um^2. The detailed-placement wirelength estimate is 2860 um. Setup repair after global routing left no endpoint under its margin.

For this sky-water flow run, the detailed-routed wirelength per cell is reported as 16.0 um. The adder-cell area share of the yosys netlist is 0%. The number of iterations in the first detailed-routing pass is 3.

Once the floorplan was initialized, standard cells occupied 15.1% of the core. The data required time at the worst endpoint is 1.60 ns. The worst-path cell with the longest stage delay is sky130_fd_sc_hd__or2_4.

During I/O placement, the number of pins put on the boundary was 93.
per-stage QoR:
stage / std cells / power, W / area (um^2) / TNS, ns
6_report: 207 / 0.000304 / 1570 / 0
5_1_grt: 207 / 0.000332 / 1570 / 0
4_1_cts: 207 / 0.000307 / 1570 / 0
3_5_place_dp: 205 / 0.000317 / 1560 / -5.32
3_3_place_gp: 205 / 0.000315 / 1560 / -5.22
2_1_floorplan: 64 / 0.0000968 / 567 / 0
cells by family after synthesis:
logic type / after synthesis
and+or+nand+nor: 2
buffers and inverters: 8
muxes: 36
AOI/OAI and AO/OA: 18
layout make-up:
cell class         count  share of cell area, %
well taps             48                   3.82
multi-input cells     56                   32.2
repair buffers       103                   64.0
placed cells by master, fill, tap and decap left out:
cell / netlist / layout
sky130_fd_sc_hd__o22ai_2: 0 / 3
sky130_fd_sc_hd__buf_6: 5 / 3
sky130_fd_sc_hd__clkdlybuf4s50_1: 0 / 72
sky130_fd_sc_hd__dlygate4sd2_1: 0 / 17
sky130_fd_sc_hd__clkbuf_2: 0 / 1
sky130_fd_sc_hd__buf_4: 0 / 5
sky130_fd_sc_hd__clkdlybuf4s15_1: 0 / 1
sky130_fd_sc_hd__o22ai_1: 18 / 15
sky130_fd_sc_hd__nand2b_1: 1 / 1
sky130_fd_sc_hd__mux2i_1: 36 / 36
sky130_fd_sc_hd__buf_2: 2 / 2
sky130_fd_sc_hd__or2_4: 0 / 1
sky130_fd_sc_hd__buf_12: 0 / 2
metal layers:
layer | track usage, % | part of all wire (%) | up-vias
met5 | 0 | 0 | -
met4 | 0 | 0 | 0
met3 | 5.02 | 13 | 0
met2 | 13.3 | 43 | 55
met1 | 11.7 | 44 | 389
li1 | - | - | 448
where the power goes:
group	switching (W)	internal (W)
registers	0	0
logic	0.0000839	0.000220
clock network	0	0
total	0.0000839	0.000220
tightest hold or removal path: cells and delay by family:
family	cells	cell delay (ns)
buf+inv	3	0.41
mux	1	0.15
compound gates	1	0.10
worst min path at each step:
stage | end | from | slack, ns | cells after the start
CTS | ledmodeOut[10] | modeselector[1] | 1.48 | 5
global route | ledmodeOut[6] | modeselector[1] | 1.52 | 5
finish | ledmodeOut[6] | modeselector[1] | 1.46 | 5
what timing repair did:
item	4_1_cts	5_1_grt
setup buffers	1	0
pin swaps	1	0
resized	29	4
endpoints found under the setup margin	18	2
cloned	1	0
endpoints found under the hold margin	0	0
No activity file was given, so power comes from the tool's default toggle rates.
